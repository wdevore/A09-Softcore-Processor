`design/flow/design.v`:
```
`default_nettype none
module Memory
#(
    parameter WORDS = 8,     
    parameter DATA_WIDTH = 16)
(
    input wire clk_i,                          
    input wire [DATA_WIDTH-1:0] data_i,        
    input wire [WORDS-1:0] address_i,     
    input wire write_en_ni,                    
    output reg [DATA_WIDTH-1:0] data_o         
);
reg [DATA_WIDTH-1:0] mem [(1<<WORDS)-1:0];  
initial begin
end
always @(negedge clk_i) begin
    if (~write_en_ni) begin
        mem[address_i] <= data_i;
    end
end
always @(negedge clk_i) begin
    data_o <= mem[address_i];
end
endmodule
```
`design/flow/run.sh`:
```
#!/bin/bash
# OpenROAD 26Q1-2900-gdf79404cd8, Yosys 0.63+post, stock flow scripts
make -C /OpenROAD-flow-scripts/flow DESIGN_CONFIG=/design/flow/config.mk WORK_HOME=/design/flow/orfs finish
```
`design/flow/config.mk`:
```
export PLATFORM = sky130hd
export DESIGN_NAME = Memory
export DESIGN_NICKNAME = Memory
export VERILOG_FILES = /design/flow/design.v
export SDC_FILE = /design/flow/constraint.sdc
export NUM_CORES = 4
export LEC_CHECK = 1
export CORE_UTILIZATION = 30
```
`design/flow/constraint.sdc`:
```
current_design Memory

set clk_period 20.1
set clk_io_pct 0.2

create_clock -name clk0 -period $clk_period [get_ports {clk_i}]

set non_clock_inputs [all_inputs -no_clocks]
set_input_delay [expr $clk_period * $clk_io_pct] -clock clk0 $non_clock_inputs
set_output_delay [expr $clk_period * $clk_io_pct] -clock clk0 [all_outputs]
```
==> job_summary.md <==
### Metrics collected by this job

| Metric | Value |
|---|---|
| Critical Path RT | 10.81 ns |
| Area grow syn2layout | 26.9% |
| Mapped Cells | 6709 |
| WL final | 426000 um |
| Global-route wire length before repair | 620000 um |
| PwrDens | 109 nW/um^2 |
| Top Usage Layer GRT | met2 |
| Crit Path Category | input pin to register |
| DP Wirelength | 242000 um |
| Total Power | 21600 uW |
| Htree depth | 5 |
| Late-Pin Clk Latency | 0.98 ns |
| M1 GR Usage | 15.7% |
| GRT Resource Usage Total | 17.6% |
| Slew Limit Fails | 0 |
| Global routing usage on met2 | 24.8% |
| VDD IR max | 0.0000789 V |
| Top cells by area | edfxtp_1, mux4_2, a22oi_1 |
| Pre-antenna DRT Iters | 5 |
| Root Driver | clkbuf_16 |
| Die height | 721 um |
| Crit-path cells | buf_8, buf_4, buf_4, mux4_2, a22oi_1, a21oi_1, o41ai_2, nand4_1 |
| Status | completed |
| Storage cell area | 123000 sq um |
| Syn avg cell area | 23.1 sq um |
| Pleak | 0.0772 uW |
| Clock Tree Buf Depth | 4 |
| Top cell by count, worst path | buf_4 |
| # IOs | 42 |
| Final ANT Viol Nets | 0 |
| Least-Margin Pin Slew | 1.43 ns |
| YS warnings | 1 |
| Post-synth EDFFs | 4096 |
| CTS Buf Count | 432 |
| Top cell type by instance count after synthesis | edfxtp_1 |
| Maximum capacitance violations | 0 |
| Post-CTS setup buffers | 0 |
| Slowest Stage Delay on Critical Path | 1.26 ns |
| Fill count | 44758 |
| Post-Syn Area | 155000 sq um |
| Largest net degree at the start of global routing | 118 |
| Most common library cells after synthesis | edfxtp_1, mux4_2, a22oi_1, clkbuf_1, nor2_1 |
| Grt total ovfl | 0 |
| Synth unique cells | 23 |
| Hold WS | 1.01 ns |
| Gate Area | 30600 sq um |
| Crit. End Element | register |
| Max FO, Critical Path | 51 |
| Vias in the first global route | 103921 |
| Ys flops | 4112 |
| Log Warnings | 1036 |
| Met3 Track Usage GR | 18.2% |
| FP Rows | 263 |
| Drt wl/cell | 22.8 um |
| Slowest CP cell | o41ai_2 |
| Cts hold-fix bufs | 0 |
| Clock sink count | 4112 |
| Routability cong. | 0.866 |
| First DRT Iteration DRCs | 5200 |
| Clk_skew | 0.0593 ns |
| Synth Flop Type | edfxtp_1 |
| Final Hold Viols | 0 |
| PostCTS Resize Cnt | 0 |
| Slew margin rel. | 3.77% |
| Core area | 514000 sq um |
| Die Span X | 721 um |
| Layout cells sized above 1 | 20.2% |
| Worst setup SP type | input pin |
| Initial antenna violation count | 13 |
| RSZ-0062 raised after global routing | false |
| Setup TNS | 0 ns |
| Pre-Place Util | 30.2% |
| Sequential share of the synthesized area | 79.4% |
| YS chip area | 155000 sq um |
| Max-area cell share | 79.2% |
| Placed cell count | 13719 |
| Residual DRC count | 0 |
| Hold crit path type | register to register |
| Post-synth top area cell | edfxtp_1 |
| Port-buffer cells | 41 |
| Clock slew at reported path FFs | 0.04 ns |
| Worst Path Arrival | 8.25 ns |
| # setup viols final | 0 |
| Ys cells | 6709 |
| Via count | 87112 |
| Finished Layout Cells | 18632 |
| Die area | 521000 sq um |
| Vias per inst | 4.68 |
| CTS tree | built |
| Post-synth ARST share | 0% |
-- metrics by stage --
stage          cell area (sq um)  worst slack, ns  utilization [%]
2_1_floorplan             155000             3.40                -
3_3_place_gp              167000            0.542             32.5
3_5_place_dp              167000             1.58             32.5
4_1_cts                   197000             2.61             38.3
5_1_grt                   197000             2.44             38.3
6_report                  197000             2.56             38.3
-- power by group --
group,switching (uW),internal (uW),leakage [uW]
logic,534,274,0.0111
clock network,5290,5920,0.0292
registers,22.8,9530,0.0369
-- cells in the final DEF, fill, tap and decap left out, drive strengths merged, types with 23 or more instances in the layout --
| cell | Yosys | layout |
|---|---|---|
| a21oi | 256 | 256 |
| a22oi | 512 | 512 |
| buf | 148 | 511 |
| bufinv | 0 | 66 |
| clkbuf | 266 | 441 |
| clkdlybuf4s50 | 0 | 23 |
| clkinvlp | 0 | 122 |
| edfxtp | 4096 | 4096 |
| inv | 1 | 4267 |
| mux4 | 1024 | 1024 |
| nand2 | 25 | 25 |
| nor2 | 260 | 260 |
| o41ai | 64 | 64 |
-- critical path: cells and delay by family --
family	cells	cell delay, ns
buffers and inverters	3	1.80
AND/OR/NAND/NOR	1	0.15
AND-OR/OR-AND	3	1.74
multiplexers	1	0.40
-- cell families (layout without fill, tap and decap cells) --
family / count (synthesis) / count (layout) / synth area share (%)
buffers and inverters: 415 / 5444 / 1.22
other: 0 / 4 / 0
DFF: 4112 / 4112 / 79.4
muxes: 1024 / 1024 / 14.9
and+or+nand+nor: 326 / 326 / 0.850
AOI/OAI and AO/OA: 832 / 832 / 3.66
-- worst paths after layout --
path | from | slack, ns | cells past startpoint | endpoint
worst min-delay path | mem[190][5] | 1.01 | 5 | data_o[5]
worst max-delay path | address_i[1] | 2.56 | 8 | data_o[6]
worst max register to register | mem[107][7] | 16.86 | 5 | data_o[7]
worst min register to register | mem[190][5] | 1.01 | 5 | data_o[5]
-- routing by layer --
layer	vias up	share of wire (%)
li1	38359	-
met1	42127	30
met2	5835	47
met3	767	19
met4	24	3.6
met5	-	0.15
-- cell type report --
type	count	share of cell area [%]
Timing Repair Buffer	534	2.25
Antenna cell	4	0.00508
Tap cell	6890	4.37
Sequential cell	4112	62.6
Clock buffer	441	5.60
Multi-Input combinational cell	2182	15.5
Clock inverter	4469	9.66
-- flip-flops by register name, indices dropped and copies added (netlist names) --
| name | cells |
|---|---|
| data_o | 16 |
| mem | 4096 |
Power is estimated from default activity; no workload was simulated.
