$ cat flow/config.mk
export PLATFORM = sky130hd
export DESIGN_NAME = ALU
export DESIGN_NICKNAME = ALU
export VERILOG_FILES = /design/flow/design.v
export SDC_FILE = /design/flow/constraint.sdc
export NUM_CORES = 4
export LEC_CHECK = 1
export CORE_UTILIZATION = 30
$ cat flow/constraint.sdc
current_design ALU

set clk_period 10.5
set clk_io_pct 0.2

create_clock -name clk0 -period $clk_period

set non_clock_inputs [all_inputs -no_clocks]
set_input_delay [expr $clk_period * $clk_io_pct] -clock clk0 $non_clock_inputs
set_output_delay [expr $clk_period * $clk_io_pct] -clock clk0 [all_outputs]
$ cat flow/design.v
`default_nettype none
module ALU
#(
    parameter DATA_WIDTH = 16,  
    parameter FLAG_BITS = 4     
)
(
    input wire [FLAG_BITS-1:0] flags_i,
    input wire [DATA_WIDTH-1:0] a_i,
    input wire [DATA_WIDTH-1:0] b_i,
    input wire [3:0] func_op_i,            
    output wire [DATA_WIDTH-1:0] y_o,       
    output wire [FLAG_BITS-1:0] flags_o     
);
localparam ZeroFlag   = 0,
           CarryFlag  = 1,
           NegFlag    = 2,
           OverFlag   = 3;   
reg [DATA_WIDTH-1:0] ORes;
reg cF;
always @* begin
    ORes = {DATA_WIDTH{1'b0}}; 
    cF = 1'b0;
    case (func_op_i)
        4'b0010: begin
            {cF, ORes} = a_i + b_i + flags_i[CarryFlag];
        end
        4'b0011: begin   
            {cF, ORes} = a_i + ((~b_i) + 1);
        end
        4'b0100: begin  
            {cF, ORes} = {a_i[DATA_WIDTH-1], a_i << b_i};
        end
        4'b0101: begin  
            {cF, ORes} = {a_i[0], a_i >> b_i};
        end
        default: begin
            ORes = {DATA_WIDTH{1'b0}}; 
        end
    endcase
end
assign flags_o = {
    (
        ((a_i[DATA_WIDTH-1] == 0) && (b_i[DATA_WIDTH-1] == 0) && (ORes[DATA_WIDTH-1] == 1)) ||
        ((a_i[DATA_WIDTH-1] == 1) && (b_i[DATA_WIDTH-1] == 1) && (ORes[DATA_WIDTH-1] == 0))
    ),                           
    ORes[DATA_WIDTH-1],          
    cF,                          
    ORes == {DATA_WIDTH{1'b0}}   
};
assign y_o = ORes;
endmodule
$ cat flow/run.sh
#!/bin/bash
# OpenROAD 26Q1-2900-gdf79404cd8, Yosys 0.63+post, stock flow scripts
make -C /OpenROAD-flow-scripts/flow DESIGN_CONFIG=/design/flow/config.mk WORK_HOME=/design/flow/orfs finish
==> results.txt <==
Max rail drop VDD -> 0.02726 mV
Post-CTS Setup Repair Bufs -> 0
gr busiest metal -> met2
1st-pass router iterations -> 5
CP max stage cell -> clkdlybuf4s50_1
I/O pin total -> 60
first-pass GRT wire length -> 19,680 um
GR Util met3 -> 3.384%
antenna diode count -> 0
die area -> 12,080 um^2
via count -> 3,789
Slew HR -> 42.18%
Area growth syn-to-layout -> 17.48%
M1 GR Usage -> 32.56%
run status -> finished, final reports clean
Post-CTS Hold Buffers -> 0
Leakage -> 1.646 nW
Synth warnings -> 1
worst hold start -> flags_i[1]
Synth Seq Share -> 0%
critical path class -> input port to output pin
die x size -> 109.9 um
Tcrit/Tclk final -> 84.17%
post-CTS resize count -> 0
Synth Cell Area -> 3492 um^2
fin cells -> 634
vias per cell -> 5.976
layout cells sized above 1 -> 10.18%
CP Launch Type -> input port
GPL Wtd Cong -> 0.9502
Combinational Power Share -> 100.0%
crit-path max FO -> 34
register share of total power -> 0%
RSZ-0062 raised after global routing -> no
Synth top area share -> 14.83%
sw power -> 0.00009887 W
flop count -> 0
CLK BUF -> 0
Commonest cells post-synth -> inv_1 (37), a21oi_1 (36), ha_1 (32), nor2_1 (32), nand2_1 (29)
pin count of the biggest net entering global routing -> 48
Cell variety after synth -> 65
Routed WL -> 12,220 um
min Tclk post-route -> 8.838 ns
WP data required -> 8.40 ns
CP Buf/Inv Count -> 4
Cell Pwr Density -> 44.88 nW/um^2
cell-internal power -> 0.00008525 W
gr usage total -> 21.73%
transition time of the tightest slew-check pin -> 0.8557 ns
grt total ovfl -> 0
crit-path max cell delay -> 0.50 ns
setup tns final -> 0 ns
DR WL/cell -> 19.27 um
Cells on Worst Hold Path -> 5
Core Region -> 11,370 um^2
instance tally after logic synthesis -> 463
yosys stat chip area -> 3492 um^2
row cnt -> 39
Hold EP -> y_o[0]
sw frac -> 53.70%
initial antenna violation count -> 0
placed cell count -> 634
crit path cell chain -> clkdlybuf4s50_1 > buf_4 > inv_1 > ha_1 > nor2b_1 > o2111a_1 > or3_1 > a32o_1 > or3_1 > a31o_1 > nor4_1 > nand4bb_1 > nor4_2 > clkdlybuf4s50_1
Seq. cell area -> 0 um^2
Max Transition Viols Final -> 0
setup violators final -> 0
yosys cell count -> 463
number of global-route vias before repair -> 3,554
dominant cell type by area after synthesis -> mux4_2
max cap viols -> 0
Final HPWL DP -> 9634 um
Arrival @ worst endpoint -> 6.74 ns
Routed Antenna Nets -> 0
Hold Fails Final Rpt -> 0
Buffers on Ports -> 57
DR iter-0 viols -> 243
Die H -> 109.9 um
CP delay by family, top -> simple AND/OR/NAND/NOR gates
average instance area after synthesis -> 7.542 um^2
DR DRC count -> 0
worst min path class -> input port to output pin
Tool Warnings -> 51
Core Density at Floorplan -> 30.71%
biggest area cells -> mux4_2 (15%), ha_1 (11%), mux2i_1 (8.0%)
crit path capture type -> output pin
GR met2 Demand/Resource -> 33.93%
Max Freq -> 113.1 MHz
Yosys top cell by instances -> inv_1
Clk pwr share -> 0%
## how the worst max path moves through the flow
stage	startpoint	endpoint	slack, ns	depth (start not counted)
after CTS	b_i[2]	flags_o[0]	1.64	14
after global routing	b_i[4]	flags_o[0]	1.37	13
final	b_i[2]	flags_o[0]	1.66	14
## cell usage in the layout, fill, tap and decap left out, types with 8 or more instances in the layout
| cell type | netlist | routed |
|---|---|---|
| xnor2_1 | 8 | 8 |
| nand2b_1 | 8 | 8 |
| o21ai_0 | 28 | 28 |
| o31ai_1 | 10 | 10 |
| mux2i_1 | 28 | 28 |
| nand3_1 | 16 | 16 |
| o211ai_1 | 11 | 11 |
| nor2_1 | 32 | 32 |
| clkdlybuf4s50_1 | 0 | 55 |
| mux4_2 | 23 | 23 |
| nand2_1 | 29 | 29 |
| a21oi_1 | 36 | 36 |
| inv_1 | 37 | 37 |
| mux2_2 | 11 | 11 |
| ha_1 | 32 | 32 |
## logic make-up after synthesis
family / count (synthesis) / synth area share, %
compound gates: 150 / 28.95
simple gates: 133 / 19.89
buf+inv: 74 / 9.315
mux: 62 / 26.41
fa+ha+maj: 35 / 13.19
xor+xnor: 9 / 2.257
## layer usage
metal	vias up	routed length, um
met5	-	0
met4	0	200
met3	14	794
met2	145	5543
met1	1791	5682
li1	1839	-
## power groups by stage
stage / clock network [W] / logic [W] / registers [W]
finish: 0 / 0.000184 / 0
global route: 0 / 0.000204 / 0
CTS: 0 / 0.000183 / 0
## stage by stage
step / utilization [%] / hold WS, ns / cell area, um^2 / setup WS (ns) / power (W)
global route: 36.08 / 5.535 / 4103 / 1.367 / 0.0002036
finish: 36.08 / 5.476 / 4103 / 1.662 / 0.0001841
floorplan: - / 4.310 / 3492 / 3.436 / 0.0001222
global placement: 36.08 / 5.471 / 4103 / 1.653 / 0.0001820
CTS: 36.08 / 5.486 / 4103 / 1.636 / 0.0001835
detailed placement: 36.08 / 5.475 / 4103 / 1.663 / 0.0001823
## worst min-delay path: stages
cell and delay (ns):
clkdlybuf4s50_1 0.48, fa_1 0.16, o211ai_1 0.12, nand2_1 0.07, clkdlybuf4s50_1 0.45
## final cells by class
| cell class | count | area, um^2 |
|---|---|---|
| multi-input combinational | 389 | 3172 |
| tap | 143 | 178.9 |
| inverter | 39 | 146.4 |
| fill | 1191 | 7267 |
| timing repair buffer | 63 | 605.6 |
No activity file was given, so power comes from the tool's default toggle rates.
