==> config.mk <==
export PLATFORM = sky130hd
export DESIGN_NAME = RegisterFile
export DESIGN_NICKNAME = RegisterFile
export VERILOG_FILES = /design/flow/design.v
export SDC_FILE = /design/flow/constraint.sdc
export NUM_CORES = 4
export LEC_CHECK = 1
export CORE_UTILIZATION = 40
==> design.v <==
`default_nettype none
module RegisterFile
#(
    parameter DATA_WIDTH = 16,
    parameter WORDS = 8,
    parameter SELECT_SIZE = 3)    
(
    input wire clk_i,
    input wire reg_we_i,
    input wire [DATA_WIDTH-1:0] data_i,         
    input wire [SELECT_SIZE-1:0] reg_dst_i,     
    input wire [SELECT_SIZE-1:0] reg_src1_i,    
    input wire [SELECT_SIZE-1:0] reg_src2_i,    
    output wire [DATA_WIDTH-1:0] src1_o,        
    output wire [DATA_WIDTH-1:0] src2_o         
);
reg [DATA_WIDTH-1:0] bank [(1<<WORDS)-1:0];
always @(negedge clk_i) begin
    if (~reg_we_i) begin
        bank[reg_dst_i] <= data_i;
    end
end
assign src1_o = bank[reg_src1_i];
assign src2_o = bank[reg_src2_i];
endmodule
==> run.sh <==
#!/bin/bash
# OpenROAD 26Q1-2900-gdf79404cd8, Yosys 0.63+post, stock flow scripts
make -C /OpenROAD-flow-scripts/flow DESIGN_CONFIG=/design/flow/config.mk WORK_HOME=/design/flow/orfs finish
==> constraint.sdc <==
current_design RegisterFile

set clk_period 5.3
set clk_io_pct 0.2

create_clock -name clk0 -period $clk_period [get_ports {clk_i}]

set non_clock_inputs [all_inputs -no_clocks]
set_input_delay [expr $clk_period * $clk_io_pct] -clock clk0 $non_clock_inputs
set_output_delay [expr $clk_period * $clk_io_pct] -clock clk0 [all_outputs]
==> results.tsv <==
stage	metric	value	unit
routing	wire per inst	19.3	um
grt	antenna violations before repair	0	
routing	Initial DRC Count	175	
die	die height	125	um
worst_setup_path	Buf/Inv on CP	1	
synth	number of distinct library cells after synthesis	14	
worst_setup_path	delay-heaviest family, CP	multiplexers	
routing	Post-Route WL	12.8	mm
power	Switching Share	0.247	
synth	ys cells	255	
synth	Post-synth regs	128	
placement	GP Congestion	0.749	
die	cell row count	44	
timing	Slew headroom	0.533	
timing	Hold Vio Cnt, Final	0	
synth	total number of yosys warnings	1	
timing	fin. max-slew vios	0	
grt	global-route wire length before repair	20.0	mm
layout	share of post-route cells with drive strength above 1	0.387	
power	P_sw	0.000720	W
clocking	Hold Buf Count CTS	0	
worst_setup_path	CP startpoint kind	flop	
die	Core Area	14600	sq um
routing	antenna-violating nets left	0	
clocking	CTS tree	yes	
layout	non-filler cells, final	660	
layout	Largest regs	bank (128)	
min_path	worst hold path class	primary input to output pin	
die	die footprint	15600	sq um
synth	Most common reg cell	edfxtp_1	
run	Max-Cap Viols	0	
routing	ANT cells	0	
clocking	# clock sinks	128	
worst_setup_path	critical path required time	4.24	ns
power	Clock Power Share	0.518	
synth	async set or reset register ratio after synthesis	0	
synth	most common cell in the synthesized netlist	edfxtp_1	
layout	Largest Register	bank	
clocking	Clock transition at path regs	0.03	ns
die	DIE WIDTH	125	um
timing	worst slew pin tran	0.700	ns
timing	RSZ-0062 raised after global routing	true	
placement	Placed Cells incl. Taps	501	
outcome	status	complete, but fails checks	
power	Power Total	0.00292	W
timing	Setup WS post-layout	-0.127	ns
worst_setup_path	top fanout value on the critical path	2	
synth	number of enable flip-flop cells	128	
synth	leading area contributor after synthesis	edfxtp_1	
outcome	failing checks	negative setup slack	
grt	largest net degree at the start of global routing	33	
placement	PortBufs	58	
power	Comb pwr share	0.081	
synth	synthesized area	6050	sq um
worst_setup_path	Crit path largest cell delay	0.50	ns
layout	max reg flops	128	
power	Pint	0.00220	W
synth	Post-Syn Area per Cell	23.7	sq um
die	io pins	59	
clocking	clock root buffer	clkbuf_16	
die	floorplan core density	0.413	
clocking	TritonCTS buffer count	17	
synth	Cell area leaders	edfxtp_1, mux4_1, mux2_2, mux4_2, buf_6	
worst_setup_path	critical path arrival	4.37	ns
grt	number of global-route vias before repair	4089	
worst_setup_path	CP Cell Sequence	mux4_2 > mux2_4 > buf_2	
synth	register area share after synthesis	0.635	
grt	Total GRT Usage	0.190	
power	sequential share of power	0.401	
run	tool warnings	155	
routing	drt via density	5.13	
power	Max VDD drop	212	uV
synth	Synth top cells by count	edfxtp_1, mux4_1, mux2_2, buf_6, mux4_2	
power	Cell Pwr Density	372	nW/um^2
worst_setup_path	Worst setup EP type	output pin	
routing	Initial DRT Pass Iterations	22	
clocking	H-tree lvl count	4	
synth	yosys stat chip area	6050	sq um
routing	vias after detailed routing	3386	
clocking	Clock Tree Buf Depth	2	
worst_setup_path	Crit-path slowest cell	mux4_2	
layout	area grow syn2layout	29.7	%
placement	dpl hpwl	6.90	mm
power	Leak Pwr	3.19	nW
worst_setup_path	Crit Path Category	flop to output pin	
synth	top-area cell type share of the netlist area	0.635	
synth	Synth Instances	255	
routing	residual DRC count	0	
timing	setup violators final	32	
grt	total congestion overflow	0	
==> worst paths after layout <==
kind | startpoint | end | slack [ns] | cells past startpoint
setup / recovery | bank[5][1] | src1_o[1] | -0.13 | 3
hold / removal | reg_src1_i[0] | src1_o[14] | 2.98 | 5
==> stage by stage <==
stage	instance area, sq um	utilization	TNS [ns]	hold WS, ns	setup slack [ns]
finish	7840	0.536	-2.69	2.98	-0.127
global route	7840	0.536	-4.81	3.05	-0.174
floorplan	6080	-	0	2.34	0.152
detailed placement	7010	0.479	0	3.33	0.00297
CTS	7850	0.536	-3.22	3.01	-0.128
global placement	7010	0.479	0	3.34	0.00660
==> cells by family after synthesis <==
kind of cell  count (synthesis)  synth area share
flops                       128             0.635
mux                          96             0.333
buf+inv                      19            0.0221
simple gates                 12           0.00993
==> power by group through the flow <==
stage | registers (W) | clock network, W | logic, W
4_1_cts | 0.00117 | 0.00157 | 0.000240
5_1_grt | 0.00117 | 0.00168 | 0.000255
6_report | 0.00117 | 0.00151 | 0.000236
==> cell type report <==
class	instances	area, sq um
Sequential cell	128	3840
Multi-Input combinational cell	108	2030
Tap cell	184	230
Clock inverter	143	653
Clock buffer	17	425
Timing Repair Buffer	80	663
Fill cell	1174	6800
==> per-layer routing <==
metal	global-route usage	vias to the layer above	wire length, um
met5	0	-	0
met4	0.0610	0	111
met2	0.266	185	6270
met1	0.243	1644	4800
met3	0.138	12	1570
li1	-	1545	-
==> cell usage in the layout, fill, tap and decap left out, drive strengths merged <==
cell type | synthesis | final
buf | 15 | 56
bufinv | 0 | 4
clkbuf | 3 | 17
clkdlybuf4s50 | 0 | 24
clkinvlp | 0 | 9
edfxtp | 128 | 128
inv | 1 | 130
mux2 | 32 | 32
mux4 | 64 | 64
nand2 | 1 | 1
nand2b | 3 | 3
nor2 | 3 | 3
nor3 | 4 | 4
nor4 | 1 | 1
==> worst min-delay path, cell delays in order <==
cell and delay (ns):
buf_2 0.11, buf_12 0.28, mux4_2 0.27, mux2_4 0.13, buf_2 0.08
==> what timing repair did <==
item	4_1_cts	5_1_grt
buffers inserted	0	0
endpoints found under the setup margin	32	32
resized	179	2
gates cloned	0	0
Power and IR drop assume default switching activity.
